==> /design/flow/design.v <==
module MAC (
    input signed [7:0] A,
    input signed [7:0] B,
    input macc_clear,
    input clk,
    output reg signed [18:0] out
);
    reg signed [18:0] product;
    reg signed [18:0] accumulator;
    reg signed [18:0] next_accumulator;
    always @(A or B) begin
        product = A * B;
        if (macc_clear == 1) begin
            next_accumulator = product;  
        end else begin
            next_accumulator = accumulator + product;  
        end
    end
    always @(posedge clk) begin
        accumulator <= next_accumulator;
    end
    always @(posedge clk) begin
        out <= accumulator;
    end
endmodule
module RAM_A (
    input clk,
    input [5:0] address,
    output reg signed [7:0] data
);
    reg signed [7:0] mem [0:63];
    initial begin
        $readmemb("ram_a_init.txt", mem);
    end
    always @(posedge clk) begin
        data <= mem[address];
    end
endmodule
module RAM_B (
    input clk,
    input [5:0] address,
    output reg signed [7:0] data
);
    reg signed [7:0] mem [0:63];
    initial begin
        $readmemb("ram_b_init.txt", mem);
    end
    always @(posedge clk) begin
        data <= mem[address];
    end
endmodule
module RamOut (
    input clk,
    input [5:0] address,
    input signed [18:0] data,
    input write_enable
);
    reg signed [18:0] mem [0:63];  
    always @(posedge clk) begin
        if (write_enable) begin
            mem[address] <= data;  
        end
    end
endmodule
module lab6 (
    input clk,
    input start,
    input reset,
    output reg done,
    output reg [10:0] clock_count,
    output wire [7:0] A_out, B_out,
    output wire [18:0] mac_output_test,
    output wire [5:0] address_A_test,
    output wire [5:0] address_B_test,
    output wire [5:0] address_C_test,
    output wire [18:0] calculated_test,
    output wire [5:0] x_test,
    output wire mac_high_test,
	 output wire [5:0] k_int,
	 output wire [5:0] rounded_result
);
    reg [2:0] i, j, k, x;
    reg signed [7:0] A, B;
    wire signed [18:0] mac_out;
    wire signed [7:0] data_outA, data_outB;
    reg [5:0] address_A;
    reg [5:0] address_B, address_C;
    reg write_enable;
    reg macc_clear;
    reg signed [18:0] calculated;
    parameter IDLE = 3'b000, LOAD = 3'b001, COMPUTE = 3'b010, STORE = 3'b011, DONE = 3'b100;
    reg [2:0] state, next_state;
    MAC mac (
        .A(data_outA),
        .B(data_outB),
        .macc_clear(macc_clear),
        .clk(clk),
        .out(mac_out)
    );
    RAM_A ramA (
        .clk(clk),
        .address(address_B),
        .data(data_outA)
    );
    RAM_B ramB (
        .clk(clk),
        .address(address_A),
        .data(data_outB)
    );
    RamOut RAMOUTPUT (
        .clk(clk),
        .address(address_C),
        .data(calculated), 
        .write_enable(write_enable)
    );
    rounding round_inst (
        .address_C(address_C),
        .rounded_result(rounded_result)
    );
    assign A_out = data_outA;
    assign B_out = data_outB;
    assign address_A_test = address_A;
    assign address_B_test = address_B;
    assign address_C_test = address_C;
    assign mac_output_test = mac_out;
    assign calculated_test = calculated;
    assign x_test = x;
    assign mac_high_test = macc_clear;
	 assign k_int = k;
    always @(*) begin
        case (state)
            IDLE: begin
                if (start) next_state = COMPUTE;
                else next_state = IDLE;
            end
            COMPUTE: begin
                if (k < 8) next_state = COMPUTE;
                if (k == 7) next_state = STORE;
            end
            STORE: begin
                if (address_C < 63) begin
                    next_state = COMPUTE;
                end else begin
                    next_state = DONE;
                end
            end
            DONE: begin
                next_state = IDLE;
            end
            default: next_state = IDLE;
        endcase
    end
    always @(posedge clk or posedge reset) begin
        if (reset) begin
            state <= IDLE;
            i <= 0; j <= 0; k <= 0; x <= 1;
            address_A <= 0;
            address_B <= 0;
            address_C <= 0;
            macc_clear <= 1;
            write_enable <= 0;
            done <= 0;
        end else begin
            state <= next_state;
            case (state)
                IDLE: begin
                    i <= 0; j <= 0; k <= 0; x <= 1;
                    address_A <= 0;
                    address_B <= 0;
                    address_C <= 0;
                    macc_clear <= 1;
                    write_enable <= 0;
                end
                COMPUTE: begin
                    if (k == 0) begin
                        macc_clear <= 1;  
                    end else begin
                        macc_clear <= 0;  
                    end
                    if (k < 8) begin
                        address_A <= address_A + 8;
                        address_B <= address_B + 1;
                        k <= k + 1;
                    end if (k == 7) begin
                        macc_clear <= 0;
                        address_C <= address_C + 1;  
                        k <= k + 1;
                    end
                end
                STORE: begin
                    write_enable <= 1;
                    calculated <= mac_out; 
                    if (address_C < 63) begin
                        address_B <= rounded_result * 8;
                        address_A <= address_C % 8;
                    end
                    k <= 0;  
                    macc_clear <= 1;  
                    write_enable <= 0;
                end
                DONE: begin
                    done <= 1;
                    write_enable <= 0;
                end
            endcase
        end
    end
endmodule
module rounding (
    input [5:0] address_C,
    output reg [5:0] rounded_result
);
    reg [5:0] temp;
    reg add_bit;
    always @(*) begin
        temp = address_C >> 3;  
        add_bit = address_C[2];  
        if (add_bit && (|address_C[1:0] || address_C[2])) begin
            rounded_result = temp + 1;
        end else begin
            rounded_result = temp;
        end
    end
endmodule
==> /design/flow/ram_b_init.txt <==
10001110
10011100
01110010
01010001
01010100
11010100
01011011
11000010
00010011
11011101
10100011
10010010
01110011
00010000
10110100
10011110
11000010
10000111
11101111
01101110
10001111
00011110
11111101
10010101
01010000
10011000
00000010
10011011
11101011
11000000
10000001
01101011
11101000
10001010
01000001
00001000
01001011
01000011
01101101
10111011
11100100
01100111
10010110
00000101
11010011
11000101
11001110
01001001
01101100
10001110
10111110
10110000
11111101
00101000
00010010
11000011
11011001
00001101
11111100
10010010
01111100
11100000
00100111
01011110
==> /design/flow/run.sh <==
#!/bin/bash
# OpenROAD 26Q1-2900-gdf79404cd8, Yosys 0.63+post, stock flow scripts
make -C /OpenROAD-flow-scripts/flow DESIGN_CONFIG=/design/flow/config.mk WORK_HOME=/design/flow/orfs finish
==> /design/flow/config.mk <==
export PLATFORM = sky130hd
export DESIGN_NAME = lab6
export DESIGN_NICKNAME = lab6
export VERILOG_FILES = /design/flow/design.v
export SDC_FILE = /design/flow/constraint.sdc
export NUM_CORES = 4
export LEC_CHECK = 1
export CORE_AREA = 10 10 110 110
export DIE_AREA = 0 0 120 120
export SYNTH_HDL_FRONTEND = slang
==> /design/flow/constraint.sdc <==
current_design lab6

set clk_period 4.0
set clk_io_pct 0.2

create_clock -name clk0 -period $clk_period [get_ports {clk}]

set non_clock_inputs [all_inputs -no_clocks]
set_input_delay [expr $clk_period * $clk_io_pct] -clock clk0 $non_clock_inputs
set_output_delay [expr $clk_period * $clk_io_pct] -clock clk0 [all_outputs]
==> results.txt <==
Results of the implementation run.

The synth_stat.txt file lists the number of cells as 217. The share of flip-flops with an asynchronous set or reset is 100.0%. The initial antenna violation count came out at 0. The maximum cell stage delay along the critical path came out at 0.46 ns. The total of max-cap violations is 0. The gate count of the mapped netlist came out at 217. The maximum frequency from static timing analysis came out at 0.3906 GHz. Cells with a size suffix above 1 make up 6.198% of the layout.

The startpoint-to-endpoint class of the critical path is register to output pin. The worst slew margin relative to its limit came out at 47.18%. The final total power came out at 0.0004395 W.

The routed layout reports a DRC error count of 0. The overall via count from detail_route came out at 1337. The count of antenna-violating nets left after detailed routing came out at 0. The number of vias per cell after detailed routing is 3.565. In the final layout, the fill cell count is 1079. The tightest min-delay check is of the register to register type. The worst setup path is captured at an output pin.

The peak ir drop on the vdd network came out at 0.0001092 V. The total count of hold-check failures in the final report is 0. Per the hold report, the tightest min-delay path originates at state[1].

Per the synth stats, the flop cell with the highest instance count is dfrtp_1. The post-synth design cell area came out at 0.002001 mm^2. The die is 120 um wide.

The run finished with clean final reports. The number of top-level design ports came out at 106. The area of the core came out at 0.009774 mm^2.

Per the OpenROAD power report, leakage power amounts to 1.051 nW. The area of the die is 0.01440 mm^2. The post-cts gate resize count is 0. After legalization and detailed placement, the total HPWL measured 3637 um. The register bit total from synthesis is 27. TritonCTS built the clock tree. The number of cells on the worst reg-to-reg path is 6. The count of hold buffers inserted by post-cts repair is 0.

Before placement the cells fill 20.47% of the core. For hold timing, the worst endpoint is state[0]. In this run the number of H-tree levels came out at 1. STA classifies the critical path startpoint as a register. The clock-pin transition on the worst setup and hold timing paths came out at 0.09 ns. The final timing report lists clock skew as 0.006004 ns. Once iteration 0 of detailed routing completed, the report listed 9 DRC markers. The number of warnings the tools reported is 28. The mean cell area of the mapped netlist is 9.220 um^2. In this run the worst path has a maximum fanout of 8. The first global-routing pass estimated 7141 um of wire. The cell sequence reported for the critical path is ha_1 > mux2_1 > clkdlybuf4s50_1. The via count of the first global-routing pass came out at 1477. The maximum number of buffers from clock root to sink came out at 2. The report gives the cell count of the worst hold path as 1. The count of library flops with an enable pin is 0.

In the global route stage, overall resource usage came out at 5.799%. The yosys stat chip area is 0.002001 mm^2. At the worst endpoint, the arrival time is 1.76 ns. The combinational gate area came out at 954.7 um^2. The worst setup slack after placement is 1.737 ns.

Among all stages on the critical path, the largest delay is contributed by dfrtp_1. The post-synthesis cell type count is 44. The library cell used most frequently in the layout, excluding fill and tap cells, is conb_1. Clock tree synthesis selected as its root buffer the cell clkbuf_8. The vertical extent of the die came out at 120 um. The total wirelength of the detailed-routed design came out at 4538 um. At the pin with the least slew margin, the transition time is 0.7923 ns. The per-cell routed wire length came out at 12.10 um. The critical path launch point is address_C_test[4]. The critical path buffer and inverter count is 1. The number of port buffers is 29. Grouping stages by cell kind, the critical path spends the most delay in flip-flops. Per the skew report, the later register of the worst-skew pair sees a clock latency of 0.27 ns. The length of the first detailed-routing pass in iterations came out at 4. Per the timing report, the most critical flop-to-flop path finishes at address_B_test[3].

The time the worst path needs with I/O delays and setup came out at 2.560 ns. The setup slack on the worst flop-to-flop path came out at 2.29 ns. The post-synthesis to final-layout area growth came out at 9.193%. Yosys printed 11 warnings.

The final count of negative-setup-slack endpoints came out at 0. The portion of the post-synthesis area used by sequential elements is 33.90%. Total power normalized to cell area comes to 201.2 mW/mm^2. According to the floorplan log, the row count is 36. The startpoint of the most critical register-to-register path is address_C_test[2].

The final non-filler cell total is 375. The routability congestion estimate from global placement is 0.8406. CTS saw 27 sinks. The final count of pins violating max slew came out at 0. The library cells used most frequently in the layout, excluding fill and tap cells, are conb_1 (76), clkdlybuf4s50_1 (29), dfrtp_1 (25). Setup repair after global routing left no endpoint under its margin. In this run, placement finished with an instance count of 371. The number of CTS-inserted buffers is 3.

The final timing report gives a worst setup slack of 1.440 ns. The area occupied by registers came out at 678.2 um^2. Data on the critical path is required at its endpoint by 3.20 ns. After routing, the total negative slack on setup checks comes to 0 ns. The count of antenna diodes in the layout is 0.

In the finished design, the share of the clock period the worst path needs comes to 64.01%. The number of buffers inserted by post-CTS setup repair came out at 0. Entering global routing, the biggest net connects 28 pins. The leftover overflow at the end of global routing is 0.
[state kept, by name (all words and copies together) (netlist names)]
register,cells
k,3
address_A_test,6
done,1
mac_high_test,1
address_C_test,6
address_B_test,6
state,4
[worst max path at each step]
stage	end	slack (ns)	cells past startpoint
4_1_cts	rounded_result[1]	1.43	3
5_1_grt	rounded_result[2]	1.37	4
6_report	rounded_result[1]	1.44	3
[cell families (layout without fill, tap and decap cells)]
| family | after synthesis | in the layout | synth area share, % |
|---|---|---|---|
| AND/OR/NAND/NOR | 42 | 42 | 10.63 |
| adder cells (fa/ha/maj) | 9 | 9 | 5.629 |
| multiplexers | 6 | 6 | 3.314 |
| flip-flops | 27 | 27 | 33.90 |
| buffers and inverters | 94 | 45 | 32.27 |
| other | 2 | 76 | 0.3754 |
| AND-OR/OR-AND | 31 | 31 | 11.26 |
| XOR/XNOR | 6 | 6 | 2.627 |
[layer usage]
metal,GRT usage [%],vias up,share of wire (%)
li1,-,621,-
met1,7.490,651,45
met2,9.457,63,45
met3,2.094,2,9.0
met4,0.6033,0,0.77
met5,0,-,0
[worst register-to-register path, delay by kind of cell (launching register included)]
family,cells,cell delay [ns]
DFF,1,0.54
and+or+nand+nor,2,0.43
AOI/OAI and AO/OA,2,0.27
buffers and inverters,1,0.10
adders and majority gates,1,0.27
[report_power, final]
group	leakage (nW)	total (W)	switching (W)	internal, W
clock network	0.0255	0.000153	0.0000836	0.0000697
registers	0.312	0.000273	0	0.000273
logic	0.713	0.0000134	0.0000109	0.00000250
total	1.05	0.000440	0.0000945	0.000345
[cell usage after synthesis (5+ instances only)]
cell,instances,share of area (%)
buf_2,6,1.5
nand2_1,13,2.4
nand3_1,7,1.8
inv_1,8,1.5
ha_1,9,5.6
nor2_1,8,1.5
o21ai_0,5,1.3
buf_4,76,29
a22o_1,6,2.6
dfrtp_1,25,31
[cell type report]
type                       count  area share (%)
multi-input combinational    170           43.70
sequential                    27           31.04
timing repair buffer          30           13.63
tap                          133           7.617
clock buffer                   3           1.890
inverter                      11           1.890
clock inverter                 1          0.2291
[through the flow]
step | util (%) | hold slack [ns] | instance area [um^2]
after floorplan | - | 0.4133 | 2278
after global placement | 21.88 | 0.4360 | 2138
after detailed placement | 21.88 | 0.4467 | 2138
after CTS | 22.35 | 0.4702 | 2185
after global routing | 22.35 | 0.4975 | 2185
final | 22.35 | 0.4619 | 2185
Power is estimated from default activity; no workload was simulated.
